$ cat design.v
module core#(
    parameter ADR_MSB = 15,
    parameter DAT_MSB = 15
)(
    input       wire            clk,
    input       wire            rst,
    input       wire            m_wait,
    input       wire[7:0]       m_idata,
    output      wire[7:0]       m_odata,
    output      wire[ADR_MSB:0] m_addr,
    output      wire            m_cs,
    output      wire            m_we
);
localparam CS_HOLD      = 3'b000;
localparam CS_PRE_FETCH = 3'b001;
localparam CS_FETCH     = 3'b010;
localparam CS_DECODE    = 3'b011;
localparam CS_LD_BYTE_L = 3'b100;
localparam CS_LD_BYTE_H = 3'b101;
localparam CS_ST_BYTE_L = 3'b110;
localparam CS_ST_BYTE_H = 3'b111;
localparam OP_LDI = 3'b000;  
localparam OP_LDM = 3'b001;  
localparam OP_STM = 3'b010;  
localparam OP_STL = 3'b011;  
localparam OP_ALU = 3'b100;  
localparam OP_MVX = 3'b101;  
localparam OP_JMP = 3'b110;  
localparam OP_JPC = 3'b111;  
reg [DAT_MSB:0] dr;          
reg [DAT_MSB:0] ac;          
reg [ADR_MSB:0] ix;          
reg [ADR_MSB:0] lr;          
reg [ADR_MSB:0] pc;          
reg [5:0]       ir;          
reg [7:0]       db;          
reg             ac_isz;      
reg             ac_carry;    
reg [2:0]       status;      
reg             ar_sel;      
reg             ar_set_bit;  
reg             mem_req;     
reg             mem_wr;      
assign m_addr = ar_sel ? pc[ADR_MSB:0] : { ix[ADR_MSB:1], ix[0] | ar_set_bit };
assign m_odata = db;
assign m_cs = mem_req;
assign m_we = mem_wr;
reg is_fetch;
reg is_decode;
reg is_ld_byte;
reg is_ld_byte_l;
wire is_ldi = ~ir[5] & ~ir[4] & ~ir[3];
wire is_ldm = ~ir[5] & ~ir[4] & ir[3];
wire is_stm = ~ir[5] & ir[4] & ~ir[3];
wire is_stl = ~ir[5] & ir[4] & ir[3];
wire is_alu = ir[5] & ~ir[4] & ~ir[3];
wire is_mvx = ir[5] & ~ir[4] & ir[3];
wire is_jmp = ir[5] & ir[4] & ~ir[3];
wire is_jpc = ir[5] & ir[4] & ir[3];
wire is_mem_op = ~ir[5];
wire is_full_word = ir[2];
wire[2:0] next_mem_status  = { 1'b1, ir[4], 1'b0 };     
always @(posedge clk) begin
    if (is_ld_byte_l) begin      
        dr[7:0] <= m_idata;
    end
    if (is_ld_byte) begin        
        dr[DAT_MSB:8] <= m_idata & { status[0], status[0], status[0], status[0], status[0], status[0], status[0], status[0] };
    end
end
wire use_alu_sel = is_decode & is_alu;
wire[2:0] alu_sel = ir[2:0] & { use_alu_sel, use_alu_sel, use_alu_sel };
reg[DAT_MSB:0] alu_rs;
reg carry;
always @(*) begin
    case(alu_sel)
        3'b000: { carry, alu_rs } = { ac_carry, ac };
        3'b001: { carry, alu_rs } = { 1'b0, dr };
        3'b010: { carry, alu_rs } = ac + dr;
        3'b011: { carry, alu_rs } = ac + ~dr + 1'b1;
        3'b100: { carry, alu_rs } = { 1'b0, ac & dr };
        3'b101: { carry, alu_rs } = { 1'b0, ac | dr };
        3'b110: { carry, alu_rs } = { 1'b0, ac ^ dr };
        3'b111: { carry, alu_rs } = { ac[0], ac_carry, ac[DAT_MSB:1] };
    endcase
end
always @(posedge clk) begin
    if (is_fetch) begin          
        ir <= m_idata[7:2];
    end
end
reg[2:0] next_status;
wire hold_status = rst | mem_req & m_wait;
wire[2:0] masked_status = status & { ~hold_status, ~hold_status, ~hold_status };
always @(*) begin
    case (masked_status)
        CS_HOLD      : next_status = rst ? CS_PRE_FETCH : status;
        CS_PRE_FETCH : next_status = CS_FETCH;
        CS_FETCH     : next_status = CS_DECODE;
        CS_DECODE    : next_status = is_mem_op ? next_mem_status : CS_PRE_FETCH;
        CS_LD_BYTE_L : next_status = is_full_word ? CS_LD_BYTE_H : CS_PRE_FETCH;
        CS_LD_BYTE_H : next_status = CS_PRE_FETCH;
        CS_ST_BYTE_L : next_status = is_full_word ? CS_ST_BYTE_H : CS_PRE_FETCH;
        CS_ST_BYTE_H : next_status = CS_PRE_FETCH;
        default      : next_status = CS_PRE_FETCH;
    endcase
end
wire will_write_mem = (next_status[2] & next_status[1]);
always @(posedge clk) begin
    mem_wr <= will_write_mem;
    mem_req <= next_status[2] | (next_status == CS_FETCH);
    ar_set_bit <= next_status[2] & next_status[0];    
    ar_sel <= ( ~next_status[2] & ( ~next_status[1] ^ ~next_status[2] ) ) | (next_status[2] & is_ldi) | rst;
    case({ir[3], next_status[0]})
    2'b00: db <= ac[7:0];
    2'b01: db <= ac[DAT_MSB:8];
    2'b10: db <= lr[7:0];
    2'b11: db <= lr[ADR_MSB:8];
    endcase
    status <= next_status;
    is_fetch <= next_status == CS_FETCH;
    is_decode <= next_status == CS_DECODE;
    is_ld_byte <= next_status[2] & ~next_status[1];
    is_ld_byte_l <= next_status == CS_LD_BYTE_L;
end
always @(posedge clk) begin
    if (is_decode & is_mvx) begin
        ix <= dr;
    end
end
always @(posedge clk) begin
    if (is_decode & is_jmp & ir[0]) begin
        lr <= pc;
    end
end
always @(posedge clk) begin
    ac <= alu_rs;
    ac_isz <= (ac == 16'b0);
	ac_carry <= carry;
end
wire do_jpc = ac_isz & ~ir[2] | ac_carry & ir[2];
wire ld_pc = (is_decode & (is_jmp | is_jpc & do_jpc)) | rst;
wire inc_pc = (is_fetch | is_ld_byte) & ar_sel & ~m_wait;
always @(posedge clk) begin
	if (ld_pc) begin
        pc <= rst ? 16'b0 : dr;
    end else begin
        pc <= pc + inc_pc;
    end
end
endmodule
$ cat run.sh
#!/bin/bash
# OpenROAD 26Q1-2900-gdf79404cd8, Yosys 0.63+post, stock flow scripts
make -C /OpenROAD-flow-scripts/flow DESIGN_CONFIG=/design/flow/config.mk WORK_HOME=/design/flow/orfs finish
$ cat config.mk
export PLATFORM = sky130hd
export DESIGN_NAME = core
export DESIGN_NICKNAME = core
export VERILOG_FILES = /design/flow/design.v
export SDC_FILE = /design/flow/constraint.sdc
export NUM_CORES = 4
export LEC_CHECK = 1
export CORE_UTILIZATION = 30
$ cat constraint.sdc
current_design core

set clk_period 9.6
set clk_io_pct 0.2

create_clock -name clk0 -period $clk_period [get_ports {clk}]

set non_clock_inputs [all_inputs -no_clocks]
set_input_delay [expr $clk_period * $clk_io_pct] -clock clk0 $non_clock_inputs
set_output_delay [expr $clk_period * $clk_io_pct] -clock clk0 [all_outputs]
==> GITHUB_STEP_SUMMARY <==
## Synthesis and layout report

| Metric | Value |
|---|---|
| Status | finished with violations |
| Failing checks | design-rule violations |
| RSZ-0062 raised after global routing | no |
| Layout Area Growth over Synthesis | 13.82% |
| Slowest stage cell, crit path | dfxtp_1 |
| Critical-path cell list | mux2_2 -> clkdlybuf4s50_1 |
| Root Driver | clkbuf_16 |
| Reg-to-reg slack, setup | 6.46 ns |
| RR Endpoint | ac[14] |
| P_sw | 496.0 uW |
| Worst EP arrival | 2.04 ns |
| Cell internal pwr | 963.4 uW |
| Buffers inserted by post-CTS timing repair | 0 |
| Worst-margin pin slew | 1.000 ns |
| Final Hold Fails | 0 |
| PwrDens | 189.9 mW/mm2 |
| Number of enable flip-flop cells | 71 |
| Post-route DRC | 1 |
| Yosys Instances | 673 |
| Antenna violations before repair | 0 |
| Clock Skews | 0.01261 ns |
| Antenna Cells | 0 |
| Register share of total power | 44.6% |
| Remaining antenna violation count after routing | 0 |
| TritonCTS buffer count | 9 |
| Post-Synthesis Cell Area | 0.006753 mm2 |
| CTS tree | done |
| Fmax | 252.3 MHz |
| Row count | 54 |
| CTS resizes | 0 |
| CP Launch Type | flop |
| Detailed Route Iter0 Violations | 570 |
| Io pins | 37 |
| Clk buf depth | 2 |
| Grt total ovfl | 0 |
| Final Cell Area | 0.007686 mm2 |
| Critical Path Max Stage Delay | 0.84 ns |
| Hold-fix buffers, CTS | 0 |
| CORE AREA | 0.02196 mm2 |
| Slew headroom | 33.08% |
| Met3 wire len | 1.651 mm |
| Post-route core utilization | 35.00% |
| Syn Area/Cell | 10.03 um2 |
| Total iterations of the first detailed-routing run | 48 |
| GPL Wtd Cong | 0.9242 |
| Final slew viol count | 0 |
| Commonest Layout Cell | edfxtp_1 |
| Logic pwr share | 27.8% |
| Primary FF master, synth | edfxtp_1 |
| Largest net degree at the start of global routing | 33 |
| Fin crit share | 41.29% |
| Drt wl/cell | 20.03 um |
| FF-to-FF path depth | 5 |
| Most frequent cells in the layout | edfxtp_1 (71), nor2_1 (63), ha_1 (50), inv_1 (48), a21oi_1 (45) |
| Number of global-route vias before repair | 5088 |
| Worst Hold Depth | 0 |
| LEAKAGE | 0.002855 uW |
| Setup TNS | 0 ns |
| Synth cell types | 86 |
| Hold path start | pc[15] |
| Drt total wl | 19.65 mm |
| Gr usage total | 17.76% |
| M1 WL | 8.708 mm |
| Synth flops | 107 |
| Worst-case vdd ir drop | 0.1323 mV |
| Clock share of power | 27.6% |
| Met2 routed WL | 8.754 mm |
| # fillers | 2126 |
| Critical path required time | 7.68 ns |
| Clk ins delay skew pair | 0.36 ns |
| First-pass GRT wire length | 30.33 mm |
| Core Util at FP | 30.75% |
| # setup viols final | 0 |
| Synth Seq Share | 42.25% |
| Layout cells sized above 1 | 9.700% |
| Vias per cell | 5.472 |
| Critical Path End Type | output pin |
| Reg-to-reg critical path startpoint | ir[3] |
| Critical path class | flop to output pin |
| Die area | 0.02311 mm2 |
| Port bufs | 36 |
| H-tree levels | 3 |
| CTS clock-pin slew for the worst setup and hold paths | 0.08 ns |
| WHS Endpoint | lr[15] |
| Async set-reset flop share out of synthesis | 0% |
| Die Y | 152.0 um |
| Clock Sinks | 107 |
| OpenROAD warnings | 57 |
| Via count | 5368 |
| Post-synthesis instance total | 673 |
| Ys Warns | 1 |
| Worst hold path class | flop to flop |
| CP max FO | 18 |
| DR top layer | met4 |
| Post-DP Area | 0.007356 mm2 |
| MaxCap Viol Count | 0 |
| Yosys chip area | 0.006753 mm2 |
| Die span in x | 152.0 um |
| Fin crit period | 3.964 ns |
| Hpwl dp | 14.25 mm |
| Switching Fraction | 33.99% |
-- registers in the layout (all words and copies together), names as in the netlist, 3 cells and up --
register,count
ac,16
dr,16
ix,16
lr,16
pc,16
db,8
ir,6
status,3
-- layout make-up --
| class | instances | area [um2] | area share (%) |
|---|---|---|---|
| Clock buffer | 10 | 250.2 | 3.256 |
| Clock inverter | 6 | 80.08 | 1.042 |
| Multi-Input combinational cell | 483 | 3537 | 46.02 |
| Timing Repair Buffer | 45 | 427.9 | 5.567 |
| Inverter | 50 | 187.7 | 2.442 |
| Sequential cell | 107 | 2853 | 37.12 |
| Tap cell | 280 | 350.3 | 4.558 |
-- Yosys cell counts (5+ instances only) --
library cell,n,area share [%]
a211o_1,7,0.91
a211oi_1,20,2.2
a21oi_1,45,3.3
a22oi_1,7,0.78
and2_1,11,1.0
and3_1,5,0.46
buf_2,14,1.0
clkbuf_1,11,0.61
dfxtp_1,36,11
edfxtp_1,71,32
ha_1,50,9.3
inv_1,48,2.7
mux2_2,16,2.7
mux4_2,6,2.0
nand2_1,40,2.2
nand2b_1,13,1.2
nand3_1,15,1.1
nor2_1,63,3.5
nor3_1,14,1.0
nor4_1,8,0.74
o211ai_1,8,0.89
o21ai_0,28,2.1
o21ai_1,9,0.67
or3_1,6,0.56
xnor2_1,9,1.2
xor2_1,9,1.2
-- metal layers --
metal / vias up / global-route usage [%]
li1: 2543 / -
met1: 2558 / 26.59
met2: 241 / 26.57
met3: 26 / 4.388
met4: 0 / 4.519
met5: - / 0
-- worst max-delay path, delay by kind of cell (launching register included) --
| kind | cells | cell delay [ns] |
|---|---|---|
| DFF | 1 | 0.84 |
| buffers and inverters | 1 | 0.43 |
| muxes | 1 | 0.41 |
-- logic make-up (layout without fill, tap and decap cells) --
logic type / Yosys count / in the layout / synth area share, %
adders and majority gates: 52 / 52 / 9.857
muxes: 27 / 27 / 5.892
AOI/OAI and AO/OA: 183 / 183 / 19.01
and+or+nand+nor: 203 / 203 / 15.29
xor gates and xnor gates: 18 / 18 / 2.335
buffers and inverters: 83 / 111 / 5.373
DFF: 107 / 107 / 42.25
-- power by group through the flow --
stage         combinational (uW)  sequential, uW  clock, uW
CTS                          403             653        410
global route                 446             663        429
finish                       405             651        403
-- metrics by stage --
step           total power, uW  std cells  hold WS (ns)  worst slack (ns)
2_1_floorplan            897.4        673        0.4335             6.019
3_3_place_gp              1063        965        0.4890             5.308
3_5_place_dp              1062        965        0.4926             5.307
4_1_cts                   1466        981        0.5159             5.559
5_1_grt                   1538        981        0.5282             5.481
6_report                  1459        981        0.5074             5.636
-- worst max path at each step --
| stage | from | endpoint |
|---|---|---|
| final | ar_sel | m_addr[1] |
| after CTS | ar_sel | m_addr[15] |
| after global routing | ar_sel | m_addr[2] |
Power and IR drop assume default switching activity.
