==> design/flow/run.sh <==
#!/bin/bash
# OpenROAD 26Q1-2900-gdf79404cd8, Yosys 0.63+post, stock flow scripts
make -C /OpenROAD-flow-scripts/flow DESIGN_CONFIG=/design/flow/config.mk WORK_HOME=/design/flow/orfs finish
==> design/flow/config.mk <==
export PLATFORM = sky130hd
export DESIGN_NAME = hotcache
export DESIGN_NICKNAME = hotcache
export VERILOG_FILES = /design/flow/design.v
export SDC_FILE = /design/flow/constraint.sdc
export NUM_CORES = 4
export LEC_CHECK = 1
export CORE_UTILIZATION = 30
==> design/flow/constraint.sdc <==
current_design hotcache

set clk_period 2.3
set clk_io_pct 0.2

create_clock -name clk0 -period $clk_period [get_ports {clk}]

set non_clock_inputs [all_inputs -no_clocks]
set_input_delay [expr $clk_period * $clk_io_pct] -clock clk0 $non_clock_inputs
set_output_delay [expr $clk_period * $clk_io_pct] -clock clk0 [all_outputs]
==> design/flow/design.v <==
module hotcache(
    input   wire        clk,             
    input   wire        a_rst,           
    input   wire[2:0]   rd_reg,          
    input   wire[15:0]  rd_offset,       
    output  wire[15:0]  rd_data,         
    output  wire        rd_cached,       
    input   wire[2:0]   crb_reg,         
    input   wire        crb_commit,      
    input   wire        cmd_cache,       
    input   wire[2:0]   cmd_reg,         
    input   wire[15:0]  cmd_offset,      
    input   wire[15:0]  cmd_data         
);
reg[15:0] cache[0:32];
reg[7:0]  cache_line_valid_rs;
reg[7:0]  cache_line_valid_rx;
reg[7:0]  cache_line_valid_ry;
reg[7:0]  cache_line_valid_rz;
reg[3:0]  comb_rd_decoded;
reg[7:0]  comb_offset_decoded;
reg[7:0]  comb_cmd_offset_decoded;
always @(*) begin
    case ( rd_reg[1:0] )
    2'b00: comb_rd_decoded = 4'b0001;
    2'b01: comb_rd_decoded = 4'b0010;
    2'b10: comb_rd_decoded = 4'b0100;
    2'b11: comb_rd_decoded = 4'b1000;
    endcase
end
always @(*) begin
    case ( rd_offset[2:0] )
    3'b000: comb_offset_decoded = 8'b00000001;
    3'b001: comb_offset_decoded = 8'b00000010;
    3'b010: comb_offset_decoded = 8'b00000100;
    3'b011: comb_offset_decoded = 8'b00001000;
    3'b100: comb_offset_decoded = 8'b00010000;
    3'b101: comb_offset_decoded = 8'b00100000;
    3'b110: comb_offset_decoded = 8'b01000000;
    3'b111: comb_offset_decoded = 8'b10000000;
    endcase
end
always @(*) begin
    case ( cmd_offset[3:1] )
    3'b000: comb_cmd_offset_decoded = 8'b00000001;
    3'b001: comb_cmd_offset_decoded = 8'b00000010;
    3'b010: comb_cmd_offset_decoded = 8'b00000100;
    3'b011: comb_cmd_offset_decoded = 8'b00001000;
    3'b100: comb_cmd_offset_decoded = 8'b00010000;
    3'b101: comb_cmd_offset_decoded = 8'b00100000;
    3'b110: comb_cmd_offset_decoded = 8'b01000000;
    3'b111: comb_cmd_offset_decoded = 8'b10000000;
    endcase
end
wire is_in_range = rd_reg[2] & ~rd_offset[15] & ~rd_offset[14] & ~rd_offset[13] & ~rd_offset[12] & ~rd_offset[11] & ~rd_offset[10] & ~rd_offset[9] & ~rd_offset[8] & ~rd_offset[7] & ~rd_offset[6] & ~rd_offset[5] & ~rd_offset[4] & ~rd_offset[0];
wire comb_rd_rs = comb_rd_decoded[0] & is_in_range & ( ( cache_line_valid_rs & comb_offset_decoded ) != 8'b00000000 );
wire comb_rd_rx = comb_rd_decoded[1] & is_in_range & ( ( cache_line_valid_rx & comb_offset_decoded ) != 8'b00000000 );
wire comb_rd_ry = comb_rd_decoded[2] & is_in_range & ( ( cache_line_valid_ry & comb_offset_decoded ) != 8'b00000000 );
wire comb_rd_rz = comb_rd_decoded[3] & is_in_range & ( ( cache_line_valid_rz & comb_offset_decoded ) != 8'b00000000 );
wire affected_commit = crb_commit & crb_reg[2];
wire commit_invalidate = affected_commit & ( crb_reg[1:0] == rd_reg[1:0] ); 
wire commit_dispute    = affected_commit & ( crb_reg[1:0] == cmd_reg[1:0] );
wire[7:0] commit_dispute_mask = { ~commit_dispute, ~commit_dispute, ~commit_dispute, ~commit_dispute, ~commit_dispute, ~commit_dispute, ~commit_dispute, ~commit_dispute };
reg[15:0] comb_rd_data;
reg       comb_rd_cached;
always @(*) begin
    comb_rd_data = cache[ { rd_reg[1:0], rd_offset[3:1] } ];
    comb_rd_cached = ~commit_invalidate & ( comb_rd_rs | comb_rd_rx | comb_rd_ry | comb_rd_rz );
end
assign rd_data = comb_rd_data;
assign rd_cached = comb_rd_cached;
always @(posedge clk or negedge a_rst) begin
    if ( ~a_rst ) begin
        cache_line_valid_rs = 8'b0;
        cache_line_valid_rx = 8'b0;
        cache_line_valid_ry = 8'b0;
        cache_line_valid_rz = 8'b0;
    end else begin
        if ( cmd_cache ) begin
            cache_line_valid_rs <= (cmd_reg[1:0] == 2'b00) ? ( ( cache_line_valid_rs | comb_cmd_offset_decoded ) & commit_dispute_mask ) : cache_line_valid_rs;
            cache_line_valid_rx <= (cmd_reg[1:0] == 2'b01) ? ( ( cache_line_valid_rx | comb_cmd_offset_decoded ) & commit_dispute_mask ) : cache_line_valid_rx;
            cache_line_valid_ry <= (cmd_reg[1:0] == 2'b10) ? ( ( cache_line_valid_ry | comb_cmd_offset_decoded ) & commit_dispute_mask ) : cache_line_valid_ry;
            cache_line_valid_rz <= (cmd_reg[1:0] == 2'b11) ? ( ( cache_line_valid_rz | comb_cmd_offset_decoded ) & commit_dispute_mask ) : cache_line_valid_rz;
        end else begin
            cache_line_valid_rs <= ( crb_commit & crb_reg[2] & (cmd_reg[1:0] == 2'b00) ) ? 8'b0 : cache_line_valid_rs;
            cache_line_valid_rx <= ( crb_commit & crb_reg[2] & (cmd_reg[1:0] == 2'b01) ) ? 8'b0 : cache_line_valid_rx;
            cache_line_valid_ry <= ( crb_commit & crb_reg[2] & (cmd_reg[1:0] == 2'b10) ) ? 8'b0 : cache_line_valid_ry;
            cache_line_valid_rz <= ( crb_commit & crb_reg[2] & (cmd_reg[1:0] == 2'b11) ) ? 8'b0 : cache_line_valid_rz;
        end
    end
end
always @(posedge clk) begin
    if ( cmd_cache ) begin
        cache[ { cmd_reg[1:0], cmd_offset[3:1] } ] <= cmd_data;
    end
end
endmodule
==> flow_summary.toml <==
# flow metrics
[run_status]
outcome = "finished with violations"
violations = "negative setup slack"

[final_layout]
final_common_cell = "edfxtp_1"
mostFrequentLayoutCells = "edfxtp_1 (512), mux4_2 (128), buf_4 (127)"
post-route-util_pct = 38.8
drive_gt1_share_pct = 39.3
area_growth_pct = 27.6
fillers = 6138
seq_area_um2 = 16200
logic_area_um2 = 5400

[timing]
tightest_slew_ns = 0.737
fin_crit_sh_pct = 119
setup_violations = 17
holdWs_ns = 0.261
drv_slew = 0
max_freq_ghz = 0.365
clock_skew_ns = 0
tns_ns = -3.82
fin_crit_ns = 2.74
rsz0062_at_grt = "true"
setup_ws_ns = -0.441
finalHoldViolations = 0
slew_headroom_pct = 50.7

[synth]
edf_count = 512
yosys_warnings = 1
numSynthFlops = 544
syn_avg_cell_area_um2 = 21.1
syn-cell-area_um2 = 21400
async_reset_ff_share_pct = 5.88
synth-main-ff-cell = "edfxtp_1"
synth_cell_type_count = 50
synthCells = 1013
yosysChipArea_um2 = 21400
ys_cells = 1013
seq_area_frac_synth_pct = 75.7

[drt]
wl_per_cell_um = 22.0
drtIter0Drc = 517
drcViolationCount = 0
dr.pass1.iters = 4
via_count = 10700
detail-route-antenna-nets = 0
vias_per_cell = 4.76
totalWireLength_mm = 49.6

[power]
power.total_mw = 20.9
ir_worst_vdd_mv = 0.488
powerDensity_nw_per_um2 = 766
p_leak_nw = 9.09

[floorplan]
num_rows = 97
io_pins = 78
fp.dieH_um = 269
fp.dieArea_um2 = 72300
fp.dieW_um = 269
fp_util_pct = 30.4
core_area_um2 = 70300

[clocking]
clk_latency_ns = 0.60
htree_num_levels = 2
cts_buffers = 51
cts.clk_slew.worst_paths_ns = 0.06
cts_root_buf = "clkbuf_16"
clkSinkCount = 544
clk_path_buf_depth = 3
cts_tree = "built"

[global_routing]
grtUsageTotal_pct = 15.0
overflow = 0
grt_pass1_vias = 11800
grt_max_degree = 33
antenna_found_initial = 0
grt_pass1_wl_mm = 73.9

[worst_setup_path]
worst_ep_required_time_ns = 1.84
arrival_ns = 2.28
path_class = "reg -> out"
end_kind = "primary output"
crit_fanout = 2
cp-start-kind = "register"

[run]
cap_violations = 0
warnings = 42

[hold_path]
min_path_type = "in -> async"

[placement]
gp_congestion = 0.858
port_buffers = 63
hpwlAfterDp_mm = 30.0
worst max-delay path: stages, from the launching register on:
cell and delay (ns):
dfrtp_1 0.39, mux2_4 0.27, a211o_1 0.26, a222oi_1 0.31, o2bb2ai_1 0.10, o31a_1 0.25, buf_2 0.12
registers in the layout (all words and copies together) (netlist names):
register,cells
cache_line_valid_rz,8
cache,512
cache_line_valid_rs,8
cache_line_valid_rx,8
cache_line_valid_ry,8
kinds of logic after synthesis:
kind of cell / share of synthesized area (%)
buf+inv: 1.56
simple gates: 2.80
flops: 75.7
compound gates: 3.05
xor+xnor: 0.164
mux: 16.7
per-layer routing:
layer	share of wire, %	GRT usage (%)	vias to the layer above
met5	0	0	-
met4	2.1	2.90	0
met3	13	8.96	69
met2	50	24.3	513
met1	35	17.7	5375
li1	-	-	4758
cell type report:
cell class,instances,area share [%]
Antenna cell,1,0.00918
Clock buffer,59,4.79
Clock inverter,30,0.936
Inverter,8,0.110
Multi-Input combinational cell,405,19.8
Sequential cell,544,59.3
Tap cell,940,4.31
Timing Repair Buffer,263,10.7
synth_stat cells (2+ instances only):
cell       instances  area share [%]
buf_2             26            0.61
buf_4             12            0.42
clkbuf_1          13            0.23
mux2_2             3            0.16
nand2_1            9            0.16
o22ai_1            5            0.15
mux4_2           128              13
nor2_1            65             1.1
and2_1             2           0.059
or2_2              3           0.088
and3_1             2           0.059
inv_1              8            0.14
or3b_2             3            0.12
nor2b_1            4            0.12
xor2_1             4            0.16
dfrtp_1           32             3.7
a221oi_1          16            0.66
a22o_1            25             1.0
nand3_1            2           0.047
o2bb2ai_1          2           0.082
mux2i_1           65             3.0
nor3_1             2           0.047
buf_6              2            0.11
buf_1              3           0.053
nand2b_1           3           0.088
a22oi_1            3            0.11
edfxtp_1         512              72
nor3b_1            6            0.21
nor4_1             2           0.059
a211oi_1           2           0.070
a21oi_1           25            0.59
o221ai_1           2           0.082
nand3b_1           5            0.18
per-stage QoR:
step / cells / instance area [um2] / setup slack [ns]
5_1_grt: 2249 / 27300 / -0.577
3_5_place_dp: 2150 / 25000 / -1.05
3_3_place_gp: 2150 / 25000 / -1.13
4_1_cts: 2248 / 27100 / -0.591
2_1_floorplan: 1013 / 21400 / -0.111
6_report: 2250 / 27300 / -0.441
final timing paths:
kind	start	endpoint	slack [ns]	depth (start not counted)
max in group asynchronous	a_rst	cache_line_valid_rx[2]	1.74	2
hold / removal	a_rst	cache_line_valid_rz[0]	0.26	2
setup reg to reg	cache_line_valid_rx[0]	cache_line_valid_rx[0]	1.58	2
hold reg to reg	cache_line_valid_rz[0]	cache_line_valid_rz[0]	0.49	2
min in group clk0	cache_line_valid_rz[0]	cache_line_valid_rz[0]	0.49	2
setup / recovery	cache_line_valid_rz[3]	rd_cached	-0.44	6
power breakdown:
group          internal [mW]  leakage [nW]  total, mW  switching [mW]
logic                  0.919          3.31       1.79           0.873
registers               11.1          5.02       11.1          0.0905
clock network           4.41         0.762       7.94            3.54
repair_timing:
item	CTS	global route
cloned	2	1
hold buffers	0	0
gates resized	133	14
buffers inserted	13	6
setup endpoints to repair	17	17
endpoints found under the hold margin	0	0
pin swaps	18	10
Power is estimated from default activity; no workload was simulated.
